## flow/design.v

```verilog
module mips(input         clk, reset,
            output [31:0] pc,
            input  [31:0] instr,
            output        memwrite,
            output [31:0] memaddr,
            output [31:0] memwritedata,
            input  [31:0] memreaddata);
  wire        signext, shiftl16, memtoreg, branch;
  wire        pcsrc, zero;
  wire        alusrc, regdst, regwrite, jump;
  wire 		  loadbyte; 
  wire [3:0]  alucontrol;
  wire [31:0] aluout;
  controller c(.op         (instr[31:26]), 
			      .funct      (instr[5:0]), 
					.zero       (zero),
               .signext    (signext), 
               .shiftl16   (shiftl16), 
               .memtoreg   (memtoreg), 
					.memwrite   (memwrite), 
					.pcsrc      (pcsrc),
               .alusrc     (alusrc), 
					.regdst     (regdst), 
					.regwrite   (regwrite),
					.loadbyte   (loadbyte),
					.jump       (jump),
               .alucontrol (alucontrol));
  datapath dp( .clk        (clk), 
			      .reset      (reset), 
					.signext    (signext), 
					.shiftl16   (shiftl16), 
					.memtoreg   (memtoreg), 
					.pcsrc      (pcsrc),
               .alusrc     (alusrc), 
					.regdst     (regdst), 
					.regwrite   (regwrite),
					.loadbyte   (loadbyte),
					.jump       (jump),
               .alucontrol (alucontrol),
               .zero       (zero), 
					.pc         (pc), 
					.instr      (instr),
               .aluout     (aluout), 
					.writedata  (memwritedata), 
					.readdata   (memreaddata));
	byte_addr ba(.addr_in(aluout),
					 .loadbyte(loadbyte),
					 .addr_out(memaddr));
endmodule
module controller(input  [5:0] op, funct,
                  input        zero,
                  output       signext,
                  output       shiftl16,
                  output       memtoreg, memwrite,
                  output       pcsrc, alusrc,
                  output       regdst, regwrite,
						output		 loadbyte,
                  output       jump,
                  output [3:0] alucontrol);
  wire [2:0] aluop;
  wire       branch;
  maindec md( .op    (op), 
			     .signext   (signext), 
			     .shiftl16  (shiftl16), 
			     .memtoreg  (memtoreg), 
				  .memwrite  (memwrite), 
				  .branch    (branch),
              .alusrc    (alusrc), 
				  .regdst    (regdst), 
				  .regwrite  (regwrite),
				  .loadbyte  (loadbyte), 
				  .jump      (jump),
              .aluop     (aluop));
  aludec  ad( .funct      (funct), 
			     .aluop      (aluop), 
				  .alucontrol (alucontrol));
  assign pcsrc = branch & zero;
endmodule
module maindec(input  [5:0] op,
               output       signext,
               output       shiftl16,
               output       memtoreg, memwrite,
               output       branch, alusrc,
               output       regdst, regwrite,
					output		 loadbyte,
               output       jump,
               output [2:0] aluop);
  reg [13:0] controls;
  assign {signext, shiftl16, regwrite, regdst, 
			 alusrc, branch, memwrite,
          memtoreg, loadbyte, jump, aluop} = controls;
  always @(*)
    case(op)
      6'b000000: controls <= 13'b0011000000100;  
      6'b100011: controls <= 13'b1010100100000;  
		6'b100100: controls <= 13'b1010100110000;  
      6'b101011: controls <= 13'b1000101000000;  
      6'b000100: controls <= 13'b1000010000001;  
      6'b001000, 
      6'b001001: controls <= 13'b1010100000000;  
      6'b001101: controls <= 13'b0010100000010;  
		6'b001100: controls <= 13'b0010100000011;  
      6'b001111: controls <= 13'b0110100000000;  
      6'b000010: controls <= 13'b0000000001000;  
      default:   controls <= 13'bxxxxxxxxxxxxx;  
    endcase
endmodule
module aludec(input      [5:0] funct,
              input      [2:0] aluop,
              output reg [3:0] alucontrol);
  always @(*)
    case(aluop)
      3'b000: alucontrol <= 4'b0010;   
      3'b001: alucontrol <= 4'b0110;   
      3'b010: alucontrol <= 4'b0001;   
		3'b011: alucontrol <= 4'b0000;   
      3'b100:  
				case(funct)             
					6'b100000,
					6'b100001: alucontrol <= 4'b0010;  
					6'b100010, 
					6'b100011: alucontrol <= 4'b0110;  
					6'b100100: alucontrol <= 4'b0000;  
					6'b100101: alucontrol <= 4'b0001;  
					6'b101010: alucontrol <= 4'b0111;  
					6'b100111: alucontrol <= 4'b1100;  
					default:   alucontrol <= 4'bxxxx;  
				endcase
		default: alucontrol <= 4'bxxxx;  
    endcase
endmodule
module datapath(input         clk, reset,
                input         signext,
                input         shiftl16,
                input         memtoreg, pcsrc,
                input         alusrc, regdst,
                input         regwrite, jump,
					 input			loadbyte,
                input  [3:0]  alucontrol,
                output        zero,
                output [31:0] pc,
                input  [31:0] instr,
                output [31:0] aluout, writedata,
                input  [31:0] readdata);
  wire [4:0]  writereg;
  wire [31:0] pcnext, pcnextbr, pcplus4, pcbranch;
  wire [31:0] signimm, signimmsh, shiftedimm;
  wire [31:0] srca, srcb;
  wire [31:0] result;
  wire [31:0] memdata;
  wire        shift;
  flopr #(32) pcreg (.clk   (clk), 
			            .reset (reset), 
						   .d     (pcnext), 
						   .q     (pc));
  adder       pcadd1 (.a (pc), 
			             .b (32'b100), 
						 	 .y (pcplus4));
  sl2         immsh (.a (signimm), 
			            .y (signimmsh));
  adder       pcadd2 (.a (pcplus4), 
			             .b (signimmsh), 
							 .y (pcbranch));
  mux2 #(32)  pcbrmux(.d0  (pcplus4), 
			             .d1  (pcbranch), 
							 .s   (pcsrc), 
							 .y   (pcnextbr));
  mux2 #(32)  pcmux (.d0   (pcnextbr), 
			            .d1   ({pcplus4[31:28], instr[25:0], 2'b00}), 
                     .s    (jump), 
							.y    (pcnext));
  regfile     rf(.clk     (clk), 
			        .we      (regwrite), 
					  .ra1     (instr[25:21]),
					  .ra2     (instr[20:16]), 
					  .wa      (writereg),
                 .wd      (result), 
					  .rd1     (srca), 
					  .rd2     (writedata));
  mux2 #(5)   wrmux(.d0  (instr[20:16]), 
			           .d1  (instr[15:11]), 
						  .s   (regdst), 
						  .y   (writereg));
  mux2 #(32)  resmux(.d0 (aluout), 
			            .d1 (memdata), 
							.s  (memtoreg), 
							.y  (result));
  sign_zero_ext  sze(.a       (instr[15:0]), 
			            .signext (signext),
			            .y       (signimm[31:0]));
  word_to_byte	  wtb(.a			  (readdata),
							.loadbyte  (loadbyte),
							.whichbyte (aluout[1:0]),
							.y			  (memdata));	
  shift_left_16 sl16(.a         (signimm[31:0]), 
			            .shiftl16  (shiftl16),
			            .y         (shiftedimm[31:0]));
  mux2 #(32)  srcbmux(.d0 (writedata), 
			             .d1 (shiftedimm[31:0]), 
							 .s  (alusrc), 
							 .y  (srcb));
  alu         alu( .a       (srca), 
			          .b       (srcb), 
						 .alucont (alucontrol),
						 .result  (aluout), 
						 .zero    (zero));
endmodule
module regfile(input         clk, 
               input         we, 
               input  [4:0]  ra1, ra2, wa, 
               input  [31:0] wd, 
               output [31:0] rd1, rd2);
  reg [31:0] rf[31:0];
  always @(posedge clk)
    if (we) rf[wa] <= wd;	
  assign rd1 = (ra1 != 0) ? rf[ra1] : 0;
  assign rd2 = (ra2 != 0) ? rf[ra2] : 0;
endmodule
module alu(input      [31:0] a, b, 
           input      [3:0]  alucont, 
           output reg [31:0] result,
           output            zero);
  wire [31:0] a2, b2, sum, slt;
  assign a2 = alucont[3] ? ~a:a;
  assign b2 = alucont[2] ? ~b:b; 
  assign sum = a2 + b2 + alucont[3] + alucont[2];
  assign slt = sum[31];
  always@(*)
    case(alucont[1:0])
      2'b00: result <= a2 & b2;
      2'b01: result <= a2 | b2;
      2'b10: result <= sum;
      2'b11: result <= slt;
    endcase
  assign zero = (result == 32'b0);
endmodule
module adder(input [31:0] a, b,
             output [31:0] y);
  assign y = a + b;
endmodule
module sl2(input  [31:0] a,
           output [31:0] y);
  assign y = {a[29:0], 2'b00};
endmodule
module sign_zero_ext(input      [15:0] a,
                     input             signext,
                     output reg [31:0] y);
   always @(*)
	begin
	   if (signext)  y <= {{16{a[15]}}, a[15:0]};
	   else          y <= {16'b0, a[15:0]};
	end
endmodule
module byte_addr(	input			[31:0] 	addr_in,
						input			 			loadbyte,
						output reg 	[31:0]	addr_out);
	always @(*)
	begin		
		if(loadbyte)
			addr_out <= {addr_in[31:2], 2'b00};
		else
			addr_out <= addr_in;
	end
endmodule
module word_to_byte(input		 [31:0] a,
						  input		 [1:0]  whichbyte,
						  input				  loadbyte,
						  output reg [31:0] y);
	always @(*)
	begin
		if(loadbyte)	
			case(whichbyte[1:0])
				2'b00: y <= {24'b0, a[7:0]};
				2'b01: y <= {24'b0, a[15:8]};
				2'b10: y <= {24'b0, a[23:16]};
				2'b11: y <= {24'b0, a[31:24]};
			endcase
		else				
			y <= a[31:0];
	end
endmodule
module shift_left_16(input      [31:0] a,
		               input         		shiftl16,
                     output reg [31:0] y);
   always @(*)
	begin
	   if (shiftl16) y = {a[15:0],16'b0};
	   else          y = a[31:0];
	end
endmodule
module flopr #(parameter WIDTH = 8)
              (input                  clk, reset,
               input      [WIDTH-1:0] d, 
               output reg [WIDTH-1:0] q);
  always @(posedge clk, posedge reset)
    if (reset) q <= 0;
    else       q <= d;
endmodule
module flopenr #(parameter WIDTH = 8)
                (input                  clk, reset,
                 input                  en,
                 input      [WIDTH-1:0] d, 
                 output reg [WIDTH-1:0] q);
  always @(posedge clk, posedge reset)
    if      (reset) q <= 0;
    else if (en)    q <= d;
endmodule
module mux2 #(parameter WIDTH = 8)
             (input  [WIDTH-1:0] d0, d1, 
              input              s, 
              output [WIDTH-1:0] y);
  assign y = s ? d1 : d0; 
endmodule
```

## flow/run.sh

```bash
#!/bin/bash
# OpenROAD 26Q1-2900-gdf79404cd8, Yosys 0.63+post, stock flow scripts
make -C /OpenROAD-flow-scripts/flow DESIGN_CONFIG=/design/flow/config.mk WORK_HOME=/design/flow/orfs finish
```

## flow/config.mk

```make
export PLATFORM = sky130hd
export DESIGN_NAME = mips
export DESIGN_NICKNAME = mips
export VERILOG_FILES = /design/flow/design.v
export SDC_FILE = /design/flow/constraint.sdc
export NUM_CORES = 4
export LEC_CHECK = 1
export CORE_UTILIZATION = 30
```

## flow/constraint.sdc

```tcl
current_design mips

set clk_period 26.0
set clk_io_pct 0.2

create_clock -name clk0 -period $clk_period [get_ports {clk}]

set non_clock_inputs [all_inputs -no_clocks]
set_input_delay [expr $clk_period * $clk_io_pct] -clock clk0 $non_clock_inputs
set_output_delay [expr $clk_period * $clk_io_pct] -clock clk0 [all_outputs]
```

==> Flow_metrics.wiki <==
== Run summary ==
{| class="wikitable"
! Metric !! Value
|-
| Std-Cell Core Area || 184000 um2
|-
| Unrepaired setup endpoints after global routing || false
|-
| Highest ir drop seen on vdd || 0.0587 mV
|-
| Worst max-slew margin expressed relative to the limit || 0.264
|-
| Final clock skew || 34.1 ps
|-
| Clock latency reported for the late side of the worst-skew pair || 750 ps
|-
| Top cells, area || sky130_fd_sc_hd__edfxtp_1, sky130_fd_sc_hd__mux4_2, sky130_fd_sc_hd__ha_1, sky130_fd_sc_hd__dfrtp_1, sky130_fd_sc_hd__a21oi_1
|-
| ANT nets after route || 0
|-
| Ratio of final minimum period to clock period || 0.725
|-
| Post-route setup slack || 7150 ps
|-
| # DRC || 0
|-
| Minimum period implied by the final worst setup slack || 18850 ps
|-
| Number of resized instances in the post-cts repair step || 0
|-
| Post-synth seq share || 0.565
|-
| Number of buffers added on ports || 160
|-
| Die H || 433 um
|-
| TritonCTS clock tree || built
|-
| Max-slew violation total from the final report || 0
|-
| Congestion Overflow GR || 0
|-
| Worst-case register-to-register setup slack || 18870 ps
|-
| Most frequent standard cell in the layout excluding fill and tap cells || sky130_fd_sc_hd__edfxtp_1
|-
| Number of warnings in the stage logs || 57
|-
| Area of the die || 187000 um2
|-
| Wire length reported by the detailed router || 186 mm
|-
| Area fraction of the dominant cell type after synthesis || 0.552
|-
| Post-Synthesis Mean Instance Area || 16.8 um2
|-
| Finish-stage setup viols || 0
|-
| Number of H-tree levels || 3
|-
| Leak || 21.3 nW
|-
| Crit path launch type || input pin
|-
| Top library cells by usage in the layout, fill and taps aside || sky130_fd_sc_hd__edfxtp_1, sky130_fd_sc_hd__mux4_2, sky130_fd_sc_hd__nand2_1, sky130_fd_sc_hd__buf_4, sky130_fd_sc_hd__nor2_1
|-
| Worst reg-to-reg path cell count || 20
|-
| Starting DRT DRC Count || 2434
|-
| Layout overhead on the synthesized area || 16.3%
|-
| Synth flops || 1054
|-
| Cell count in the Yosys report || 3322
|-
| Gr usage total || 0.214
|-
| # hold bufs at CTS || 0
|-
| Count of cell types in the netlist || 81
|-
| Fin Setup TNS || 0 ps
|-
| Power consumption || 5.58 mW
|-
| Horizontal die size || 433 um
|-
| WHS Endpoint || dp.pcreg.q[31]
|-
| Initial antenna violation count || 4
|-
| Post-synth EDFFs || 1024
|-
| Launch point of the worst reg-to-reg path || dp.rf.rf[19][1]
|-
| Number of clock buffers inserted by TritonCTS || 109
|-
| Yosys warnings || 9
|-
| Hold Crit Start || dp.pcreg.q[31]
|-
| Class of the tightest hold or removal check || reg2reg
|-
| Yosys-reported design area after synthesis || 55700 um2
|-
| Measured slew at the worst slew-check pin || 1090 ps
|-
| Routability-driven placement congestion ratio || 1.02
|-
| Number of fill cells || 17000
|-
| Maximum achievable frequency || 0.0530 GHz
|-
| Fp_density || 0.303
|-
| Max Cap Violations || 0
|-
| Predominant post-synthesis flop cell || sky130_fd_sc_hd__edfxtp_1
|-
| Root buf cell || sky130_fd_sc_hd__clkbuf_16
|-
| Standard-cell row count || 157
|-
| Number of global-route vias before repair || 36600
|-
| Sort of element at the end of the critical path || primary output
|-
| Largest fanout on the critical path || 71
|-
| Crit Path Class || in2out
|-
| Layout cells sized above 1 || 0.294
|-
| Share of the core filled with cells || 0.353
|-
| Clock-pin slew on the worst setup and hold paths || 60 ps
|-
| Cell accounting for the most synthesized area || sky130_fd_sc_hd__edfxtp_1
|-
| Worst Setup SP || instr[16]
|-
| Async SR Flop Fraction || 0.0285
|-
| Place WS || 7100 ps
|-
| Reg-to-Reg End || dp.pcreg.q[13]
|-
| Signal arrival time at the worst endpoint || 13650 ps
|-
| Power per unit of standard cell area || 86.1 nW/um2
|-
| Largest net degree at the start of global routing || 72
|-
| Hold Path Cell Cnt || 2
|-
| Routed vias || 33900
|-
| Number of standard cells after synthesis || 3322
|-
| HPWL after detailed placement || 118 mm
|-
| CTS Sinks || 1054
|-
| Number of setup buffers added after CTS || 0
|-
| Number of ports placed on the die boundary || 163
|-
| Post-synthesis instance area || 55700 um2
|-
| Ratio of routed vias to standard cells || 5.57
|-
| Outcome || completed
|-
| Data required time of the worst path || 20800 ps
|-
| Wire length per cell after detailed routing || 30.5 um
|-
| Number of detailed-routing iterations run before antenna repair || 5
|-
| Number of failing hold endpoints at the final stage || 0
|-
| Wire length of the first global-routing pass || 265 mm
|-
| Buffers from clock root to sink, at most || 3
|}
==> per-stage QoR <==
stage                     cells  area [um2]  hold WS (ps)
after floorplan            3323       55700           543
after global placement     5875       61100           594
after detailed placement   5875       61100           599
after CTS                  6082       64800           608
after global routing       6082       64800           640
final                      6084       64800           606
==> kinds of logic after synthesis <==
family / share of synthesized area
compound gates: 0.0453
xor+xnor: 0.0226
fa+ha+maj: 0.0285
buf+inv: 0.0235
flops: 0.565
mux: 0.267
other cells: 0.0000673
simple gates: 0.0477
==> metal layers <==
metal	share of wire	global-route usage
met3	0.16	0.147
met2	0.47	0.323
met4	0.059	0.0956
met1	0.31	0.229
met5	0.0011	0.0107
==> worst max-delay path, cell delays in order <==
cell	delay, ps
sky130_fd_sc_hd__buf_8	390
sky130_fd_sc_hd__buf_4	660
sky130_fd_sc_hd__buf_12	520
sky130_fd_sc_hd__buf_4	610
sky130_fd_sc_hd__buf_4	660
sky130_fd_sc_hd__mux4_2	580
sky130_fd_sc_hd__mux4_2	470
sky130_fd_sc_hd__nand2_1	80
sky130_fd_sc_hd__a21oi_1	100
sky130_fd_sc_hd__a21oi_1	210
sky130_fd_sc_hd__xnor2_1	110
sky130_fd_sc_hd__ha_1	330
sky130_fd_sc_hd__ha_1	360
sky130_fd_sc_hd__a21o_1	240
sky130_fd_sc_hd__a21o_1	180
sky130_fd_sc_hd__a211oi_1	340
sky130_fd_sc_hd__nand4_1	120
sky130_fd_sc_hd__o21ai_0	350
sky130_fd_sc_hd__xnor2_1	200
sky130_fd_sc_hd__nor3_1	100
sky130_fd_sc_hd__a211oi_2	200
sky130_fd_sc_hd__buf_4	230
sky130_fd_sc_hd__inv_1	100
sky130_fd_sc_hd__nor2_1	500
sky130_fd_sc_hd__clkdlybuf4s50_1	590
==> cells in the mapped netlist (4+ instances only) <==
cell                       instances
sky130_fd_sc_hd__edfxtp_1       1024
sky130_fd_sc_hd__mux4_2          634
sky130_fd_sc_hd__nor2_1          185
sky130_fd_sc_hd__nand2_1         182
sky130_fd_sc_hd__a21oi_1         148
sky130_fd_sc_hd__clkbuf_1        142
sky130_fd_sc_hd__ha_1            123
sky130_fd_sc_hd__inv_1            96
sky130_fd_sc_hd__xnor2_1          84
sky130_fd_sc_hd__buf_1            73
sky130_fd_sc_hd__o21ai_0          61
sky130_fd_sc_hd__xor2_1           60
sky130_fd_sc_hd__nor3_1           47
sky130_fd_sc_hd__mux2i_1          45
sky130_fd_sc_hd__nand3_1          42
sky130_fd_sc_hd__and3_1           35
sky130_fd_sc_hd__dfrtp_1          30
sky130_fd_sc_hd__a211oi_1         22
sky130_fd_sc_hd__a22o_1           21
sky130_fd_sc_hd__a21o_1           18
sky130_fd_sc_hd__o21a_1           16
sky130_fd_sc_hd__o22ai_1          15
sky130_fd_sc_hd__buf_2            14
sky130_fd_sc_hd__nor2b_1          14
sky130_fd_sc_hd__o211ai_1         14
sky130_fd_sc_hd__nand2b_1         13
sky130_fd_sc_hd__nand4_1          12
sky130_fd_sc_hd__a22oi_1          11
sky130_fd_sc_hd__o31ai_1           9
sky130_fd_sc_hd__a31oi_1           8
sky130_fd_sc_hd__mux2_2            8
sky130_fd_sc_hd__o21bai_1          7
sky130_fd_sc_hd__or3_1             7
sky130_fd_sc_hd__buf_4             6
sky130_fd_sc_hd__o31a_1            5
sky130_fd_sc_hd__a31o_2            4
sky130_fd_sc_hd__and2_1            4
sky130_fd_sc_hd__nand4b_1          4
sky130_fd_sc_hd__nor3b_1           4
sky130_fd_sc_hd__nor4_1            4
sky130_fd_sc_hd__or4_1             4
==> final cells by class <==
cell class | count | area [um2] | share of cell area
multi-input cells | 1935 | 23200 | 0.359
repair buffers | 325 | 2870 | 0.0444
well taps | 2464 | 3080 | 0.0476
clock inverters | 75 | 825 | 0.0127
flip-flops and latches | 1054 | 31500 | 0.486
inverters | 97 | 369 | 0.00570
diodes | 2 | 5.00 | 0.0000773
clock buffers | 132 | 2880 | 0.0444
==> flip-flops by register name, summed over array words and instances (netlist names) <==
signal	cells
dp.rf.rf	1024
dp.pcreg.q	30
==> worst max path at each step <==
stage            end  cells after the start  slack, ps
4_1_cts   memaddr[0]                     25       7040
5_1_grt   memaddr[0]                     25       6570
6_report  memaddr[0]                     25       7150
==> report_power, final <==
group	switching (mW)	leakage, nW	internal, mW
clock network	0.680	1.81	0.948
registers	0.0422	9.64	2.34
logic	0.989	9.90	0.580
total	1.71	21.3	3.87
No activity file was given, so power comes from the tool's default toggle rates.
