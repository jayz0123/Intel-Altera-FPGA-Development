===== config.mk =====
export PLATFORM = sky130hd
export DESIGN_NAME = IrDATransceiver
export DESIGN_NICKNAME = IrDATransceiver
export VERILOG_FILES = /design/flow/design.v
export SDC_FILE = /design/flow/constraint.sdc
export NUM_CORES = 4
export LEC_CHECK = 1
export CORE_UTILIZATION = 40

===== constraint.sdc =====
current_design IrDATransceiver

set clk_period 5.2
set clk_io_pct 0.2

create_clock -name clk0 -period $clk_period [get_ports {clk}]

set non_clock_inputs [all_inputs -no_clocks]
set_input_delay [expr $clk_period * $clk_io_pct] -clock clk0 $non_clock_inputs
set_output_delay [expr $clk_period * $clk_io_pct] -clock clk0 [all_outputs]

===== design.v =====
module BaudGenerator
(
	input 		clk,
	input 		rst,
	input 		ena,
	output reg	baud_full,
	output reg 	baud_txir,
	output reg  baud_rxir
);
parameter 	BAUD38400 			= 5'd15;
parameter	SEVEN_SIXTEENTH 	= 5'd6;
parameter	TEN_SIXTEENTH		= 5'd9;
parameter	HALF_PERIOD			= 5'd4;
reg [4:0] pcount, ncount;
always @(posedge clk)
begin
	pcount <= ncount;
end
always @(rst, pcount, ena)
begin
	baud_full 	= 1'b0;
	baud_txir 	= 1'b0;
	baud_rxir	= 1'b0;
	ncount 		= pcount;
	if(!rst)
		ncount = 11'd0;
	else begin
		if(pcount == BAUD38400)
			baud_full = 1'b1;
		if(pcount > SEVEN_SIXTEENTH && pcount <= TEN_SIXTEENTH)
			baud_txir = 1'b1;
		if(pcount == HALF_PERIOD)
			baud_rxir = 1'b1;
		if(ena) begin
			if(pcount == BAUD38400)
				ncount = 11'd0;
			else
				ncount = pcount + 11'd1;
		end
	end
end
endmodule
module BitCounter
(
	input 		clk,
	input 		rst,
	input			ena,
	input 		inc,
	output reg	bit_done
);
parameter BITNUM = 4'd10;
reg [3:0] pcount, ncount;
always @(posedge clk)
begin
	pcount <= ncount;
end
always @(rst, ena, pcount, inc)
begin
	bit_done = 1'b0; 
	ncount = pcount;
	if(!rst)
		ncount = 4'd0;
	else begin
		if(ena) begin
			if (pcount == BITNUM)
				bit_done = 1'b1;
			if (inc)
				if (pcount == BITNUM)
					ncount = 4'd0;
				else
					ncount = pcount + 4'd1;
		end
	end
end
endmodule	
module ErrorDetector
(
	input [8:0] data,				 
	output		parity_error,
	output		framing_error
);
assign framing_error = (data[8] != 1'b1) ? 1'b1 : 1'b0;
assign parity_error = (^data[7:0] != 1'b1) ? 1'b1 : 1'b0;
endmodule
module Inverter
(
	input		clk,
	input		rst,
	input		ena,
	input 	txd,
	output	txd_ir
);
reg pval, nval;
assign txd_ir = pval;
always @(posedge clk)
begin
	pval <= nval;
end
always @(rst, pval, ena, txd)
begin
	nval = 1'b0;
	if(!rst)
		nval = 1'b0;
	else if(ena)
		if(txd == 1'b0)
			nval = 1'b1;
end
endmodule
module IrDAReceiver
(
	input				clk,
	input				rst,
	input				ena,
	input				start,
	input 			rxd_ir,
	output [6:0]	hex6,
	output [6:0] 	hex5,
	output			parity_error,
	output			framing_error,
	output			done
);
wire [9:0] data_rxd;
wire clear_baud;
wire clear_bit;
wire clear_shift;
wire bit_done;
wire shift;
wire inc;
wire baud_rxir;
wire ena_bit;
wire ena_baud;
wire ena_inv;
wire parity_bit;
wire txd;
ShiftRegister receiver_shift_register
(
	.clk(clk),
	.rst(!clear_shift),
	.shift(shift),
	.serial_in(rxd_ir),
	.parallel_out(data_rxd)
);
BaudGenerator receiver_baud_generator
(
	.clk(clk),
	.rst(!clear_baud),
	.ena(ena_baud),
	.baud_rxir(baud_rxir)
);
BitCounter receiver_bit_counter
(
	.clk(clk),
	.rst(!clear_bit),
	.ena(ena_bit),
	.inc(inc),
	.bit_done(bit_done)
);
ErrorDetector receiver_error_detector
(
	.data(data_rxd[9:1]),
	.parity_error(parity_error),
	.framing_error(framing_error)
);
SevenSegDecoder receiver_hex6_decoder
(
	.data_decoding({1'b0, data_rxd[7:5]}),		 
	.data_decoded(hex6)
);
SevenSegDecoder receiver_hex5_decoder
(
	.data_decoding(data_rxd[4:1]),
	.data_decoded(hex5)
);
ReceiverController receiver_controller
(
	.clk(clk),
	.rst(rst),
	.ena(ena),
	.start(start),
	.bit_done(bit_done),
	.baud_rxir(baud_rxir),
	.shift(shift),
	.inc(inc),
	.ena_baud(ena_baud),
	.ena_bit(ena_bit),
	.clear_baud(clear_baud),
	.clear_bit(clear_bit),
	.clear_shift(clear_shift),
	.done(done)
);
endmodule
module IrDATransceiver
(	
	input				clk,
	input 			rst,
	input 	[6:0]	data_txd,
	input 			rxd_ir,
	input				send_key,
	output 	[6:0]	hex6,
	output	[6:0]	hex5,
	output			txd_ir,
	output			parity_error,
	output			framing_error
);
wire rst_transmitter;
wire rst_receiver;
wire ena_trans;
wire ena_rcv;
wire start_trans;
wire start_rcv;
wire trans_done;
wire rcv_done;
IrDATransmitter IrDA_transmitter
(
	.clk(clk),
	.rst(!rst_transmitter),
	.ena(ena_trans),
	.start(start_trans),
	.data_txd(data_txd),
	.txd_ir(txd_ir),
	.done(trans_done)
);
IrDAReceiver IrDA_receiver
(
	.clk(clk),
	.rst(!rst_receiver),
	.ena(ena_rcv),
	.start(start_rcv),
	.rxd_ir(rxd_ir),
	.hex6(hex6),
	.hex5(hex5),
	.parity_error(parity_error),
	.framing_error(framing_error),
	.done(rcv_done)
);
TransceiverController transceiver_controller
(
	.clk(clk),
	.rst(rst),
	.send_key(send_key),
	.start_bit(rxd_ir),
	.trans_done(trans_done),
	.rcv_done(rcv_done),
	.ena_trans(ena_trans),
	.ena_rcv(ena_rcv),
	.start_trans(start_trans),
	.start_rcv(start_rcv),
	.rst_transmitter(rst_transmitter),
	.rst_receiver(rst_receiver)
);
endmodule
module IrDATransmitter
(
	input			clk,
	input			rst,
	input			ena,
	input			start,
	input [6:0] data_txd,
	output		txd_ir,
	output		done
);
wire clear_baud;
wire clear_bit;
wire clear_shift;
wire clear_inv;
wire bit_done;
wire shift;
wire inc;
wire baud_full;
wire baud_txir;
wire ena_bit;
wire ena_baud;
wire ena_inv;
wire load;
wire parity_bit;
wire txd;
ShiftRegister transmitter_shift_register
(
	.clk(clk),
	.rst(!clear_shift),
	.shift(shift),
	.load(load),
	.serial_in(1'b1),
	.parallel_in({1'b1, parity_bit, data_txd, 1'b0}),
	.serial_out(txd)
);
BaudGenerator transmitter_baud_generator
(
	.clk(clk),
	.rst(!clear_baud),
	.ena(ena_baud),
	.baud_full(baud_full),
	.baud_txir(baud_txir)
);
BitCounter transmitter_bit_counter
(
	.clk(clk),
	.rst(!clear_bit),
	.ena(ena_bit),
	.inc(inc),
	.bit_done(bit_done)
);
ParityGenerator transmitter_parity_generator
(
	.data(data_txd),
	.parity_bit(parity_bit)
);
Inverter transmitter_inverter
(
	.clk(clk),
	.rst(!clear_inv),
	.ena(ena_inv),
	.txd(txd),
	.txd_ir(txd_ir)
);
TransmitterController transmitter_controller
(
	.clk(clk),
	.rst(rst),
	.ena(ena),
	.start(start),
	.bit_done(bit_done),
	.baud_full(baud_full),
	.baud_txir(baud_txir),
	.shift(shift),
	.load(load),
	.inc(inc),
	.ena_baud(ena_baud),
	.ena_bit(ena_bit),
	.ena_inv(ena_inv),
	.clear_baud(clear_baud),
	.clear_bit(clear_bit),
	.clear_shift(clear_shift),
	.clear_inv(clear_inv),
	.done(done)
);
endmodule
module ParityGenerator
(
	input [6:0]	data,
	output 		parity_bit
);
assign parity_bit = !(^data);	
endmodule
module ReceiverController
(
	input			clk,
	input			rst,
	input			ena,
	input			start,
	input			bit_done,
	input			baud_rxir,
	output reg	shift,		 
	output reg	inc,			 
	output reg	ena_baud,	 
	output reg 	ena_bit,		 
	output reg  clear_baud,
	output reg	clear_bit,
	output reg	clear_shift,
	output reg	done
);
parameter IDLE = 2'b00;		 
parameter RCV	= 2'b01;		 
reg [1:0] pstate, nstate;
always @(posedge clk)
begin
	pstate <= nstate;
end
always @(pstate, rst, ena, start, bit_done, baud_rxir)
begin
	shift				= 1'b0;
	inc				= 1'b0;
	ena_baud			= 1'b0;
	ena_bit 			= 1'b0;
	clear_baud		= 1'b0;
	clear_bit		= 1'b0;
	clear_shift		= 1'b0;
	done				= 1'b0;
	nstate 			= pstate;		 
	if(!rst) begin
		clear_baud		= 1'b1;
		clear_bit		= 1'b1;
		clear_shift		= 1'b1;
		nstate 			= IDLE;
	end
	else if(ena) begin
		case(pstate)
			IDLE: begin
				clear_baud	= 1'b1;
				clear_bit	= 1'b1;
				if(start)
					nstate = RCV;				 
			end
			RCV: begin
				ena_baud	= 1'b1;				 
				ena_bit  = 1'b1;				 
				if(bit_done) begin			 
					done 		= 1'b1;
					nstate 	= IDLE;			 
				end
				if(baud_rxir) begin			 
					shift = 1'b1;
					inc 	= 1'b1;
				end	
			end
			default begin
				nstate = IDLE;					 
			end
		endcase
	end
end
endmodule
module SevenSegDecoder
(	
	input			[3:0]		data_decoding,			 
	output reg 	[6:0] 	data_decoded			 
);
always @(data_decoding)
begin
	case(data_decoding)
		4'b0000:	data_decoded = 7'b1000000;		 
		4'b0001:	data_decoded = 7'b1111001;		 
		4'b0010:	data_decoded = 7'b0100100;		 
		4'b0011:	data_decoded = 7'b0110000;		 
		4'b0100:	data_decoded = 7'b0011001;		 
		4'b0101:	data_decoded = 7'b0010010;		 
		4'b0110:	data_decoded = 7'b0000010;		 
		4'b0111:	data_decoded = 7'b1111000;		 
		4'b1000:	data_decoded = 7'b0000000;		 
		4'b1001:	data_decoded = 7'b0010000;  	 
		4'b1010:	data_decoded = 7'b0001000;		 
		4'b1011:	data_decoded = 7'b0000011;		 
		4'b1100:	data_decoded = 7'b1000110;		 
		4'b1101:	data_decoded = 7'b0100001;		 
		4'b1110:	data_decoded = 7'b0000110; 	 
		4'b1111:	data_decoded = 7'b0001110; 	 
		default:	data_decoded = 7'b1111111;		 
	endcase
end
endmodule
module ShiftRegister
(
	input				clk,
	input 			rst,
	input 			shift,				 
	input				load,					 
	input				serial_in,
	input		[9:0]	parallel_in,
	output			serial_out,
	output	[9:0]	parallel_out
);
parameter IDLEBITS = 10'b111_111_111_1;
reg [9:0] pdata, ndata;			 
assign serial_out 	= pdata[0];
assign parallel_out 	= pdata;	 
always @(posedge clk)
begin
	pdata <= ndata;
end
always @(rst, pdata, shift, load, serial_in, parallel_in)
begin
	ndata = pdata;									 
	if(!rst)
		ndata = IDLEBITS;							 
	else begin
		if(shift)
			ndata = {serial_in, pdata[9:1]};	 
		else if(load)
			ndata = parallel_in;					 
	end
end
endmodule
module TransceiverController
(	
	input 		clk,
	input			rst,
	input			send_key,
	input			start_bit,
	input			trans_done,
	input			rcv_done,
	output reg	ena_trans,
	output reg	ena_rcv,
	output reg 	start_trans,
	output reg	start_rcv,
	output reg 	rst_transmitter,
	output reg	rst_receiver
);
parameter IDLE 	= 2'b00;
parameter TRANS	= 2'b01;
parameter RCV		= 2'b11;
reg [1:0] pstate, nstate;
always @(posedge clk)
begin
	pstate <= nstate;
end
always @(pstate, rst, send_key, start_bit, trans_done, rcv_done)
begin
	ena_trans			= 1'b0;
	ena_rcv				= 1'b0;
	start_trans			= 1'b0;
	start_rcv			= 1'b0;
	rst_transmitter	= 1'b0;
	rst_receiver 		= 1'b0;
	nstate 				= pstate;
	if(!rst) begin
		rst_transmitter	= 1'b1;
		rst_receiver		= 1'b1;
		nstate				= IDLE;
	end
	else begin
		case(pstate)
			IDLE: begin
				if(send_key == 0) begin
					ena_trans	= 1'b1;
					start_trans	= 1'b1;
					nstate 		= TRANS;
				end
				else if(start_bit == 0) begin
					ena_rcv		= 1'b1;
					start_rcv 	= 1'b1;
					nstate		= RCV;
				end
			end
			TRANS: begin
				ena_trans = 1'b1;
				if(trans_done)
					nstate = IDLE;
			end
			RCV: begin
				ena_rcv = 1'b1;
				if(rcv_done)
					nstate = IDLE;
			end
			default: begin
				nstate = IDLE;
			end
		endcase
	end
end
endmodule
module TransmitterController
(
	input			clk,
	input			rst,
	input			ena,
	input			start,
	input			bit_done,
	input			baud_full,
	input			baud_txir,
	output reg	shift,		 
	output reg	load,			 
	output reg	inc,			 
	output reg	ena_baud,	 
	output reg 	ena_bit,		 
	output reg 	ena_inv,		 
	output reg  clear_baud,
	output reg	clear_bit,
	output reg	clear_shift,
	output reg	clear_inv,
	output reg	done
);
parameter IDLE		= 2'b00;	 
parameter LOAD 	= 2'b01;	 
parameter TRANS	= 2'b11;	 
reg [1:0] pstate, nstate;
always @(posedge clk)
begin
	pstate <= nstate;
end
always @(pstate, rst, ena, start, bit_done, baud_full, baud_txir)
begin
	shift			= 1'b0;
	load			= 1'b0;
	inc			= 1'b0;
	ena_baud		= 1'b0;
	ena_bit 		= 1'b0;
	ena_inv		= 1'b0;
	clear_baud	= 1'b0;
	clear_bit	= 1'b0;
	clear_shift	= 1'b0;
	clear_inv	= 1'b0;
	done			= 1'b0;
	nstate 		= pstate;		 
	if(!rst) begin
		clear_baud	= 1'b1;
		clear_bit	= 1'b1;
		clear_shift	= 1'b1;
		clear_inv 	= 1'b1;
		nstate 		= IDLE;
	end
	else if(ena) begin
		case(pstate)
			IDLE: begin
			clear_baud	= 1'b1;
			clear_bit	= 1'b1;
			if(start)
				nstate = LOAD;					 
			end
			LOAD: begin
				load		= 1'b1;				 
				nstate	= TRANS;				 
			end
			TRANS: begin
				ena_baud	= 1'b1;				 
				ena_bit  = 1'b1;				 
				if(bit_done) begin			 
					done		= 1'b1;
					nstate 	= IDLE;			 
				end
				if(baud_txir)
					ena_inv = 1'b1;
				if(baud_full) begin			 
					shift = 1'b1;
					inc 	= 1'b1;
				end	
			end
			default begin
				nstate = IDLE;					 
			end
		endcase
	end
end
endmodule

===== run.sh =====
#!/bin/bash
# OpenROAD 26Q1-2900-gdf79404cd8, Yosys 0.63+post, stock flow scripts
make -C /OpenROAD-flow-scripts/flow DESIGN_CONFIG=/design/flow/config.mk WORK_HOME=/design/flow/orfs finish

==> flow_summary_export.csv <==
group,metric,value,unit
status,run_status,"complete, no violations",
routing,firstDrtPassIters,4,
placement,portBuffers,27,
logic_synthesis,postSynthSeqShare,40.9,%
die,chipArea,0.00757,mm^2
routing,final_antenna_net_count,0,
logic_synthesis,yosys_warnings,19,
setup_path,cp-start-kind,"input pin",
timing,fin_hold_ws,0.444,ns
clock_network,clock-sinks,59,
setup_path,path_cells,"clkdlybuf4s50_1 -> buf_4 -> nor2b_1 -> inv_1 -> ha_1 -> mux2i_1 -> o22ai_1 -> and2_1",
final_layout,final_cell_area,0.00342,mm^2
logic_synthesis,synth_area,0.00289,mm^2
timing,fin_tns_setup,0,ns
logic_synthesis,async_flop_share,0,%
final_layout,lay_top_cells,"dfxtp_1 (59), clkdlybuf4s50_1 (27), a21oi_1 (19)",
timing,hold_violations,0,
setup_path,endpoint,"hex5[4]",
setup_path,r2r_cells,6,
clock_network,holdBufCountCts,0,
routing,initialDrtViolationCount,79,
clock_network,postCtsSetupBuffers,0,
clock_network,root_buffer,"clkbuf_8",
logic_synthesis,ys_ff,59,
logic_synthesis,synth_area_per_cell,9.23,um^2
clock_network,cts_tree,"yes",
job,cap_viol_max_count,0,
routing,wl_per_cell,11.5,um
die,fp_util,42.1,%
power,irDropWorstVdd,0.000308,V
global_routing,grt_pass1_vias,1931,
timing,finalCritPeriodShare,62.1,%
timing,slew_headroom,55.5,%
job,log.warning_count,37,
final_layout,area_delta_synth_final,18.5,%
setup_path,slowest_stage,"clkdlybuf4s50_1",
logic_synthesis,edf_count,0,
setup_path,cp-startpoint,"rst",
final_layout,mostFrequentLayoutCell,"dfxtp_1",
timing,slew_violations,0,
logic_synthesis,ys_types,56,
setup_path,cp.required,5.44,ns
placement,globalplace.congestion,0.834,
timing,rsz0062_at_grt,"false",
clock_network,cts_buffer_depth,2,
setup_path,endpoint_kind,"flip-flop",
timing,timing.fmax,310,MHz
die,fp.dieW,87.0,um
placement,dpl.hpwl,3380,um
die,rows,30,
timing,setup_violations,0,
clock_network,cts_resized,0,
logic_synthesis,ys_chip_area,0.00289,mm^2
die,floorplan.core_area,0.00687,mm^2
setup_path,critPathMaxFanout,31,
global_routing,grt_pass1_wl,8600,um
power,leakagePower,0.00138,uW
global_routing,grt-ovfl-total,0,
final_layout,drive_gt1_share,8.85,%
timing,finClkSkew,0.00701,ns
placement,placed_area,0.00321,mm^2
min_path,hold_class,"flip-flop to flip-flop",
setup_path,worstPathArrival,3.47,ns
clock_network,clkTransAtPathRegs,0.07,ns
die,io_pins,28,
routing,drc_errors,0,
clock_network,cts_buffers,9,
logic_synthesis,synthFlopType,"dfxtp_1",
logic_synthesis,yosys_cells,313,
routing,num_antenna_cells,0,
setup_path,path_class,"input pin to flip-flop",
setup_path,rrSetupSlack,3.28,ns
routing,via_count,2210,
clock_network,clock.latency.late_pin,0.34,ns
routing,viasPerCell,5.08,
clock_network,h-tree-depth,3,
routing,wl,5010,um
setup_path,slowest_delay,0.84,ns
logic_synthesis,syn_inst,313,
global_routing,antenna_found_initial,0,
global_routing,grt_max_degree,32,
die,die_height,87.0,um
global_routing,track_usage,14.2,%
timing,tightestPinTransition,0.666,ns
power,p_per_area,284,mW/mm^2
timing,finalCriticalPeriod,3.23,ns
[cell type report]
| class | instances | area [um^2] |
|---|---|---|
| clock inverter | 4 | 47.5 |
| clock buffer | 12 | 165 |
| multi-input combinational | 218 | 1560 |
| fill | 638 | 3440 |
| tap | 96 | 120 |
| sequential | 59 | 1180 |
| inverter | 16 | 60.1 |
| timing repair buffer | 30 | 293 |
[cell families after synthesis]
kind of cell / Yosys count / share of synthesized area [%]
buffers and inverters: 36 / 5.24
adder cells (fa/ha/maj): 16 / 6.93
multiplexers: 12 / 4.20
AND-OR/OR-AND: 70 / 16.6
XOR/XNOR: 18 / 5.45
AND/OR/NAND/NOR: 102 / 20.7
flip-flops: 59 / 40.9
[where the power goes]
part / leakage (uW) / total [uW] / internal (uW) / switching [uW]
registers: 0.000479 / 471 / 461 / 9.24
clock network: 0.000108 / 440 / 259 / 181
logic: 0.000788 / 61.4 / 32.3 / 29.2
total: 0.00138 / 972 / 752 / 220
[flip-flops by register name (all words and copies together), names as in the netlist, 3 cells and up]
signal,cells
hex6,7
IrDA_transmitter.transmitter_controller.pstate,3
IrDA_transmitter.transmitter_bit_counter.pcount,4
IrDA_receiver.receiver_shift_register.pdata,9
IrDA_receiver.receiver_bit_counter.pcount,4
transceiver_controller.pstate,3
IrDA_transmitter.transmitter_baud_generator.pcount,5
IrDA_receiver.receiver_baud_generator.pcount,5
hex5,7
IrDA_transmitter.transmitter_shift_register.pdata,9
[metrics by stage]
stage                     power (uW)  std cells  setup slack (ns)  utilization (%)
final                            972        435              1.97             49.9
after floorplan                  521        313              2.53                -
after global routing            1010        435              1.78             49.9
after CTS                        987        435              2.00             49.9
after global placement           543        419              1.68             46.8
after detailed placement         542        419              1.61             46.8
[worst min path at each step]
stage	startpoint	endpoint	slack [ns]	cells past startpoint
CTS	flip-flop	IrDA_transmitter.transmitter_inverter.pval	0.45	1
global route	IrDA_receiver.receiver_shift_register.pdata[9]	IrDA_receiver.receiver_shift_register.pdata[8]	0.48	2
finish	IrDA_receiver.receiver_shift_register.pdata[9]	IrDA_receiver.receiver_shift_register.pdata[8]	0.44	2
[worst max-delay path: cells and delay by family]
| kind | cells | cell delay [ns] |
|---|---|---|
| buffers and inverters | 3 | 1.34 |
| AND-OR/OR-AND | 1 | 0.08 |
| multiplexers | 1 | 0.17 |
| AND/OR/NAND/NOR | 2 | 0.56 |
| adder cells (fa/ha/maj) | 1 | 0.26 |
[cell usage after synthesis (3+ instances only)]
| master | n | area share [%] |
|---|---|---|
| buf_2 | 4 | 0.69 |
| o21ai_0 | 11 | 1.9 |
| mux2i_1 | 11 | 3.8 |
| o2111ai_1 | 4 | 1.2 |
| a21oi_1 | 19 | 3.3 |
| ha_1 | 16 | 6.9 |
| xnor2_1 | 13 | 3.9 |
| o21a_1 | 4 | 1.0 |
| o22ai_1 | 3 | 0.65 |
| and3b_1 | 3 | 0.91 |
| nand3_1 | 11 | 1.9 |
| nor3b_1 | 9 | 2.3 |
| nor2_1 | 15 | 1.9 |
| clkbuf_1 | 13 | 1.7 |
| xor2_1 | 5 | 1.5 |
| dfxtp_1 | 59 | 41 |
| a31oi_1 | 4 | 0.87 |
| nor2b_1 | 6 | 1.3 |
| and2_1 | 4 | 0.87 |
| inv_1 | 16 | 2.1 |
| o211ai_1 | 7 | 1.8 |
| nand2b_1 | 14 | 3.0 |
| nand2_1 | 18 | 2.3 |
[metal layers]
| metal | up-vias | share of wire, % | global-route usage [%] |
|---|---|---|---|
| met3 | 12 | 4.7 | 3.56 |
| li1 | 1139 | - | - |
| met2 | 47 | 43 | 21.1 |
| met1 | 1012 | 50 | 21.4 |
| met4 | 0 | 2.4 | 3.03 |
| met5 | - | 0 | 0 |
Power is estimated from default activity; no workload was simulated.
